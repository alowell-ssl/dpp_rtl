### design/flow/config.mk
export PLATFORM = sky130hd
export DESIGN_NAME = blink
export DESIGN_NICKNAME = blink
export VERILOG_FILES = /design/flow/design.v
export SDC_FILE = /design/flow/constraint.sdc
export NUM_CORES = 4
export LEC_CHECK = 1
export CORE_UTILIZATION = 40
### design/flow/constraint.sdc
current_design blink

set clk_period 67.6
set clk_io_pct 0.2

create_clock -name clk0 -period $clk_period [get_ports {clk}]

set non_clock_inputs [all_inputs -no_clocks]
set_input_delay [expr $clk_period * $clk_io_pct] -clock clk0 $non_clock_inputs
set_output_delay [expr $clk_period * $clk_io_pct] -clock clk0 [all_outputs]
### design/flow/design.v
function signed [23:0] div2(input signed [23:0] ins);
   begin
      if(ins < 0)
         div2 = ins >>> 4;
      else
         div2 = (ins + ((1 << 4)-1)) >>> 4;
      end
endfunction
module rc(input signed [23:0] ins, output signed [23:0] outs, input clk);
   reg signed [23:0] out_prev;
   always @ (posedge clk)
      out_prev <= outs;
   assign outs = ins - div2(out_prev) + out_prev; 
endmodule
module cr(input signed [23:0] ins, output signed [23:0] outs, input clk);
   reg signed [23:0] out_prev, in_prev;
   reg signed [23:0] dbg_ins, dbg_in_prev, dbg_out_prev, dbg_div2_out_prev;
   always @ (posedge clk) begin
      out_prev <= outs;
      in_prev <= ins;
      dbg_ins <= ins;
      dbg_in_prev <= in_prev;
      dbg_out_prev <= out_prev;
      dbg_div2_out_prev <= div2(out_prev);
   end
   assign outs = ins - in_prev + out_prev - div2(out_prev);
endmodule
module pd(input signed [23:0] ins, input signed [23:0] threshold, output signed [23:0] peak, output reg valid, input clk);
   reg state = 0;
   always @ (posedge clk) begin
      if(state == 0) begin
         if(ins < threshold) begin
            state <= 0;
            valid <= 0;
         end else begin
            state <= 1;
            peak <= ins;
         end
      end else begin
         if(ins < threshold) begin
            valid <= 1;
            state <= 0;
         end else begin
            if(ins > peak) peak <= ins;
            state <= 1;
         end
      end
   end
endmodule
module pd2(input signed [23:0] ins, 
          input signed [23:0] threshold, 
          output signed [23:0] peak_out,
          output valid_out,
          input read_shift,
          input clk);
   reg state = 0;
   reg signed [23:0] peak1, peak2, peak;
   reg valid1, valid2;
   wire below_threshold = (ins < threshold) ? 1 : 0;
   wire write_shift = (state == 1) & below_threshold;
   assign peak_out = peak2;
   assign valid_out = valid2;
   always @ (posedge clk) begin
      if(read_shift | write_shift) begin
         valid1 <= write_shift ? 1 : 0;
         valid2 <= valid1;
         peak1 <= write_shift ? peak : 0;  
         peak2 <= peak1;
      end
   end
   always @ (posedge clk) begin
      if(state == 0) begin
         if(below_threshold) begin
            state <= 0;
         end else begin
            state <= 1;
            peak <= ins;
         end
      end else begin
         if(below_threshold) begin
            state <= 0;
         end else begin
            if(ins > peak) peak <= ins;
            state <= 1;
         end
      end
   end
endmodule
module blink(input signed [23:0] ins, output signed [23:0] outs, input clk);
   wire signed [23:0] rc1_out, rc2_out, rc3_out, rc4_out, cr1_out, peak_out;
   wire peak_valid;
   wire read_shift = 1;
   rc rc1(ins,rc1_out,clk);
   rc rc2(div2(rc1_out), rc2_out, clk);
   rc rc3(div2(rc2_out), rc3_out, clk);
   rc rc4(rc3_out, rc4_out, clk);
   cr cr1(rc4_out, outs, clk);
   pd2 pd(outs, 500, peak_out, valid_out, read_shift, clk);
endmodule
### design/flow/run.sh
#!/bin/bash
# OpenROAD 26Q1-2900-gdf79404cd8, Yosys 0.63+post, stock flow scripts
make -C /OpenROAD-flow-scripts/flow DESIGN_CONFIG=/design/flow/config.mk WORK_HOME=/design/flow/orfs finish
==> impl_metrics.json <==
{
  "via_count": 9975,
  "num_rows": 66,
  "numCtsBuffers": 17,
  "worstMarginPinSlew_ns": 0.9775,
  "area_growth_pct": 11.77,
  "final-hold-violation-count": 0,
  "slew_violations": 0,
  "outcome": "finished clean",
  "top_area_cell": "fa_1",
  "via_per_inst": 4.880,
  "setup_viol": 0,
  "ant_nets": 0,
  "slowest_delay_ns": 0.65,
  "cts-resized-gates": 0,
  "drv_cap": 0,
  "netlist_area_um2": 13460,
  "crit_path_start": "ins[1]",
  "setup_slack_ns": 24.92,
  "drt_iter0_drc": 318,
  "layout-drive-gt1-share_pct": 3.558,
  "layout.cells.non_filler": 2044,
  "most_common_cell": "inv_1",
  "core-area_um2": 32870,
  "ys_types": 70,
  "hp-class": "flip-flop to flip-flop",
  "topCellsByArea": "fa_1 (21%), dfxtp_1 (18%), ha_1 (11%), xnor2_1 (10%), inv_1 (6.5%)",
  "top_cell_area_share_pct": 20.52,
  "routedWlPerCell_um": 13.28,
  "grt_pass1_wl_mm": 48.22,
  "ff_type": "dfxtp_1",
  "num_antenna_cells": 0,
  "ys_ff": 120,
  "rr_worst_depth": 67,
  "warnings": 25,
  "synthArstFlopShare_pct": 0,
  "setup_tns_ns": 0,
  "grt_max_degree": 17,
  "cts_sinks": 120,
  "drt_wl_total_mm": 27.14,
  "initCoreUtil_pct": 40.97,
  "clk_latency_ns": 0.43,
  "ys_cells": 1533,
  "dpl.hpwl_mm": 22.57,
  "grt-ovfl-total": 0,
  "fp.dieH_um": 185.5,
  "tritoncts": "built",
  "dp_cells": 2012,
  "grt_pass1_vias": 10330,
  "r2r_setup_slack_ns": 51.30,
  "critPathMostFrequentCell": "a21oi_1",
  "dp_slack_ns": 24.92,
  "dr.pass1.iters": 5,
  "grt_setup_unrepaired": "no",
  "cts-hold-fix-buffers": 0,
  "clockBufferDepth": 2,
  "endpoint_kind": "output port",
  "clk_pin_slew_ns": 0.06,
  "finalClockPeriodUsage_pct": 63.14,
  "die_w_um": 185.5,
  "synthCells": 1533,
  "yosys-stat-area_um2": 13460,
  "crit_type": "primary input to output port",
  "min_from": "rc2.out_prev[0]$_DFF_P_",
  "min_period_ns": 42.68,
  "fin_skew_ns": 0.01504,
  "fmax_mhz": 23.43,
  "cts_max_level": 4,
  "numPortBuffers": 48,
  "slowest_stage": "nor4_1",
  "cp.required_ns": 54.08,
  "r2r_end": "cr1.out_prev[23]$_DFF_P_",
  "max_slew_margin_pct": 34.23,
  "synth.avg_cell_area_um2": 8.783,
  "dieArea_um2": 34400,
  "drc_errors": 0,
  "ios": 49,
  "synth_seq_share_pct": 17.84,
  "startpoint_type": "primary input",
  "hold_path_end": "rc2.out_prev[0]$_DFF_P_",
  "hold_path_depth": 1,
  "stdcell_area_um2": 15050,
  "synthTopCellsByCount": "inv_1 (234), xnor2_1 (156), fa_1 (138)",
  "crit_arrival_ns": 29.16,
  "reg2reg_from": "rc1.out_prev[1]$_DFF_P_",
  "cts_root_buffer": "clkbuf_16",
  "synth-edff-count": 0,
  "gp_congestion": 0.8767,
  "antenna_found_initial": 0,
  "worst-path-max-fanout": 12,
  "cts_setup_buffers": 0,
  "grt_usage_pct": 17.87,
  "dpl_cell_area_um2": 14460,
  "synth_warnings": 6
}
==> how the worst max path moves through the flow <==
stage              end  slack (ns)  cells after the start
global route  outs[23]       23.65                     64
CTS           outs[23]       24.81                     63
finish        outs[23]       24.92                     63
==> cells in the final DEF (no fill, tap or decap), drive strengths merged, types with 24 or more instances in the layout <==
master / n
fa: 138
clkdlybuf4s50: 48
nor3: 31
nand3: 59
xnor2: 159
ha: 120
a21oi: 88
nand2: 98
and3: 24
o21ai: 42
dfxtp: 120
nor2: 89
xor2: 76
inv: 236
a21o: 37
==> stage by stage <==
stage	utilization [%]	hold WS, ns
after floorplan	-	0.4704
after global placement	44.00	0.5048
after detailed placement	44.00	0.5130
after CTS	45.79	0.5260
after global routing	45.79	0.5431
final	45.79	0.5126
==> area by class of cell <==
type | instances | area (um2)
Fill cell | 3158 | 17820
Multi-Input combinational cell | 1165 | 10130
Sequential cell | 120 | 2402
Inverter | 235 | 882.1
Tap cell | 442 | 553.0
Timing Repair Buffer | 50 | 495.5
Clock buffer | 18 | 439.2
Clock inverter | 14 | 150.1
==> worst max-delay path, delay by kind of cell <==
kind / cells / cell delay, ns
adder cells (fa/ha/maj): 10 / 4.45
AND-OR/OR-AND: 29 / 6.11
XOR/XNOR: 8 / 1.37
AND/OR/NAND/NOR: 10 / 2.01
buffers and inverters: 6 / 1.64
==> cells by family (layout without fill, tap and decap cells) <==
group	count (synthesis)	count (layout)	synth area share, %
DFF	120	120	17.84
muxes	2	2	0.1487
and+or+nand+nor	400	400	14.78
AOI/OAI and AO/OA	269	269	12.99
buffers and inverters	248	317	6.942
xor gates and xnor gates	236	236	15.62
adders and majority gates	258	258	31.67
==> layer usage <==
metal | GRT usage, % | routed length [um]
met1 | 26.54 | 13190
met2 | 29.63 | 12850
met3 | 2.393 | 803
met4 | 1.620 | 290
met5 | 0 | 0
==> registers in the layout, indices dropped and copies added, names as in the netlist <==
| register | count |
|---|---|
| cr1.out_prev | 24 |
| rc1.out_prev | 24 |
| rc2.out_prev | 24 |
| rc3.out_prev | 24 |
| cr1.in_prev | 24 |
